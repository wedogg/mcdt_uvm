$ cat ./design.v
module arbiter(
input                    clk_i,
input                    rstn_i,
input  [31:0]            slv0_data_i,
input  [31:0]            slv1_data_i,
input  [31:0]            slv2_data_i,
input                    slv0_req_i,
input                    slv1_req_i,
input                    slv2_req_i,
input                    slv0_val_i,
input                    slv1_val_i,
input                    slv2_val_i,
output                   a2s0_ack_o,
output                   a2s1_ack_o,
output                   a2s2_ack_o,
output                   data_val_o,
output [1:0]             arb_id_o,
output [31:0]            arb_data_o       
);
reg                   data_val_r;
reg [1:0]             arb_id_r;
reg [31:0]            arb_data_r;
reg [2:0]             c_state;
reg [2:0]             n_state;
parameter   IDLE = 3'b000,
            GRANT0 = 3'b001,
            GRANT1 = 3'b010,
            GRANT2 = 3'b100;
always @ (posedge clk_i or negedge rstn_i)
begin
  if (!rstn_i) c_state <= IDLE;
  else c_state <= n_state;
end 
always @ (*)
begin
  if (!rstn_i) n_state = IDLE;  
  else 
    case (c_state)
      IDLE :  if (slv0_req_i) n_state = GRANT0;
              else if (slv1_req_i) n_state = GRANT1;
              else if (slv2_req_i) n_state = GRANT2;
              else n_state = IDLE;
     GRANT0 : if (slv1_req_i) n_state = GRANT1;
              else if (slv2_req_i) n_state = GRANT2;
              else if (slv0_req_i) n_state = GRANT0;
              else n_state = IDLE;
     GRANT1 : if (slv2_req_i) n_state = GRANT2;
              else if (slv0_req_i) n_state = GRANT0;
              else if (slv1_req_i) n_state = GRANT1;
              else n_state = IDLE;
    GRANT2 : if (slv0_req_i) n_state = GRANT0;
             else if (slv1_req_i) n_state = GRANT1;
             else if (slv2_req_i) n_state = GRANT2;
             else n_state = IDLE;
    default : n_state = IDLE;
    endcase
end 
assign {a2s2_ack_o,a2s1_ack_o,a2s0_ack_o} =  c_state;
always @ (*)
begin 
if (!rstn_i) begin
    data_val_r = 1'b0;
    arb_id_r = 2'b11;
    arb_data_r = 32'hffff_ffff;
  end 
  else 
	case ({slv2_val_i,slv1_val_i,slv0_val_i})			
	3'b001 : begin
				data_val_r = slv0_val_i;
            arb_id_r = 2'b00;
            arb_data_r = slv0_data_i;
				end
	3'b010 : begin
            data_val_r = slv1_val_i;
            arb_id_r = 2'b01;
            arb_data_r = slv1_data_i;
            end 
	3'b100 : begin
            data_val_r = slv2_val_i;
            arb_id_r = 2'b10;
            arb_data_r = slv2_data_i;
            end 
	default : begin
				data_val_r = 1'b0;
				arb_id_r = 2'b11;
				arb_data_r = 32'hffff_ffff;	
				end 
	endcase 
end 
assign data_val_o = data_val_r;
assign arb_data_o = arb_data_r;
assign arb_id_o = arb_id_r;
endmodule
module mcdt (
input                 clk_i,
input                 rstn_i,
input   [31:0]        ch0_data_i,
input                 ch0_valid_i,
output                ch0_ready_o,
output  [5:0]         ch0_margin_o,
input   [31:0]        ch1_data_i,
input                 ch1_valid_i,
output                ch1_ready_o,
output  [5:0]         ch1_margin_o,
input   [31:0]        ch2_data_i,
input                 ch2_valid_i,
output                ch2_ready_o,
output  [5:0]         ch2_margin_o,
output  [31:0]        mcdt_data_o,
output                mcdt_val_o,
output  [1:0]         mcdt_id_o);
wire a2s0_ack_s;
wire [31:0] slv0_data_s;
wire slv0_val_s;
wire slv0_req_s;
wire a2s1_ack_s;
wire [31:0] slv1_data_s;
wire slv1_val_s;
wire slv1_req_s;
wire a2s2_ack_s;
wire [31:0] slv2_data_s;
wire slv2_val_s;
wire slv2_req_s;
slave_fifo inst_slva_fifo_0 (
            .clk_i (clk_i),
            .rstn_i (rstn_i),
            .chx_data_i (ch0_data_i),
            .a2sx_ack_i (a2s0_ack_s),
            .chx_valid_i (ch0_valid_i),
            .slvx_data_o (slv0_data_s),
            .slvx_margin_o (ch0_margin_o),
            .chx_ready_o (ch0_ready_o),
            .slvx_val_o (slv0_val_s),
            .slvx_req_o (slv0_req_s)
);
slave_fifo inst_slva_fifo_1 (
            .clk_i (clk_i),
            .rstn_i (rstn_i),
            .chx_data_i (ch1_data_i),
            .a2sx_ack_i (a2s1_ack_s),
            .chx_valid_i (ch1_valid_i),
            .slvx_data_o (slv1_data_s),
            .slvx_margin_o (ch1_margin_o),
            .chx_ready_o (ch1_ready_o),
            .slvx_val_o (slv1_val_s),
            .slvx_req_o (slv1_req_s)
);
slave_fifo inst_slva_fifo_2 (
            .clk_i (clk_i),
            .rstn_i (rstn_i),
            .chx_data_i (ch2_data_i),
            .a2sx_ack_i (a2s2_ack_s),
            .chx_valid_i (ch2_valid_i),
            .slvx_data_o (slv2_data_s),
            .slvx_margin_o (ch2_margin_o),
            .chx_ready_o (ch2_ready_o),
            .slvx_val_o (slv2_val_s),
            .slvx_req_o (slv2_req_s)
);
arbiter inst_arbiter (
            .clk_i(clk_i),
            .rstn_i(rstn_i),
            .slv0_data_i(slv0_data_s),
            .slv1_data_i(slv1_data_s),
            .slv2_data_i(slv2_data_s),
            .slv0_req_i(slv0_req_s),
            .slv1_req_i(slv1_req_s),
            .slv2_req_i(slv2_req_s),
            .slv0_val_i(slv0_val_s),
            .slv1_val_i(slv1_val_s),
            .slv2_val_i(slv2_val_s),
            .a2s0_ack_o(a2s0_ack_s),
            .a2s1_ack_o(a2s1_ack_s),
            .a2s2_ack_o(a2s2_ack_s),
            .data_val_o(mcdt_val_o),
            .arb_id_o(mcdt_id_o),
            .arb_data_o(mcdt_data_o)   
);
endmodule 
module slave_fifo (
input                       clk_i,                   
input                       rstn_i,                  
input [31:0]                chx_data_i,              
input                       a2sx_ack_i,              
input                       chx_valid_i,             
output reg [31:0]           slvx_data_o,             
output [5:0]                slvx_margin_o,           
output reg                  chx_ready_o,             
output reg                  slvx_val_o,              
output reg                  slvx_req_o               
);     
reg [5:0] wr_pointer_r;
reg [5:0] rd_pointer_r;
reg [31:0] mem [0:31];  
wire full_s, empty_s, rd_en_s ;
wire [5:0] data_cnt_s;
assign full_s = ({~wr_pointer_r[5],wr_pointer_r[4:0]}==rd_pointer_r);
assign empty_s = (wr_pointer_r == rd_pointer_r);
assign data_cnt_s = (6'd32 - (wr_pointer_r - rd_pointer_r));
assign slvx_margin_o = data_cnt_s;
assign rd_en_s = a2sx_ack_i;
always @ (*)  
begin
if (!full_s) chx_ready_o = 1'b1;                   
else chx_ready_o = 1'b0;
end
always @ (*)  
begin 
  if (!rstn_i) slvx_req_o = 1'b0;
  else if (!empty_s) slvx_req_o = 1'b1;            
  else slvx_req_o = 1'b0;
end 
always @ (posedge clk_i or negedge rstn_i)
begin : WRITE_POINTER
  if (!rstn_i) begin
    wr_pointer_r <= 6'b0000;
  end else 
  if (chx_valid_i && chx_ready_o) begin
    wr_pointer_r <= wr_pointer_r + 6'b0001;
  end
end
always @ (posedge clk_i or negedge rstn_i)
begin : READ_POINTER
  if (!rstn_i) begin
    rd_pointer_r <= 6'b0000;
  end else 
  if (rd_en_s && (!empty_s)) begin
    rd_pointer_r <= rd_pointer_r + 6'b0001;
  end
end
always @ (posedge clk_i or negedge rstn_i)
begin
  if (!rstn_i) slvx_val_o <= 1'b0;
  else if (rd_en_s && (!empty_s))
    slvx_val_o <= 1'b1;
    else slvx_val_o <= 1'b0;
end 
always  @ (posedge clk_i )
begin : READ_DATA 
  if (rstn_i && rd_en_s && (!empty_s)) begin
    slvx_data_o <= mem[rd_pointer_r[4:0]];
  end
end
always @ (posedge clk_i)
begin : MEM_WRITE
	if (rstn_i && chx_valid_i && chx_ready_o) begin
	  mem[wr_pointer_r[4:0]] <= chx_data_i;
	 end
end
endmodule 
$ cat ./run.sh
#!/bin/bash
# OpenROAD 26Q1-2900-gdf79404cd8, Yosys 0.63+post, stock flow scripts
make -C /OpenROAD-flow-scripts/flow DESIGN_CONFIG=/design/flow/config.mk WORK_HOME=/design/flow/orfs finish
$ cat ./config.mk
export PLATFORM = sky130hd
export DESIGN_NAME = mcdt
export DESIGN_NICKNAME = mcdt
export VERILOG_FILES = /design/flow/design.v
export SDC_FILE = /design/flow/constraint.sdc
export NUM_CORES = 4
export LEC_CHECK = 1
export CORE_UTILIZATION = 50
$ cat ./constraint.sdc
current_design mcdt

set clk_period 54.5
set clk_io_pct 0.2

create_clock -name clk0 -period $clk_period [get_ports {clk_i}]

set non_clock_inputs [all_inputs -no_clocks]
set_input_delay [expr $clk_period * $clk_io_pct] -clock clk0 $non_clock_inputs
set_output_delay [expr $clk_period * $clk_io_pct] -clock clk0 [all_outputs]
==> flow_summary.ini <==
; flow metrics
[clock_network]
clock-sinks = 3210
clk_pin_slew_ns = 0.06
tritoncts.num_buffers = 341
number_of_hold_buffers_added_after_cts = 0
postCtsSetupRepairBufs = 0
worst_skew_pair.late_latency_ns = 0.93
clock_tree.buffer_depth = 4
tritoncts = done
cts.htree.levels = 5
cts.repair.resized = 0
root_buffer = clkbuf_16

[die]
std_cell_rows = 182
die-area_sq_um = 251000
top_level_ports = 157
dieHeight_um = 501
initial_core_utilization = 0.504
fp.coreArea_sq_um = 247000
die_w_um = 501

[synth]
ys_async_sr_fraction = 0.0131
average_instance_area_after_synthesis_sq_um = 21.2
synth_cell_type_count = 56
yosys-stat-area_sq_um = 124000
yosysTopAreaCellShare = 0.765
synthCells = 5869
ys_seq_elements = 3210
synthDominantAreaCellType = edfxtp_1
synth-cells-yosys = 5869
ys_seq_frac = 0.773
dominantRegCellSynth = edfxtp_1
yosysWarningCount = 2
post_synth_instance_area_sq_um = 124000
yosys-top-cells-area = edfxtp_1, mux4_2, mux2i_1
synth-edff-count = 3168

[setup_path]
worst_path_dominant_cell_family = buffers and inverters
startpoint_type = input port
crit-reg2reg-capture = inst_slva_fifo_2.slvx_data_o[26]
cp-end-kind = primary output
ff2ff_path_depth = 8
regToRegSetupSlack_ns = 49.23
cp_launch_point = rstn_i
cp_cell_sequence = buf_4 > o211ai_1 > inv_1 > buf_4 > o211ai_1 > clkdlybuf4s50_1
critical_path.slowest_cell = clkdlybuf4s50_1
timing.critical_path.arrival_ns = 12.76
timing_worst_setup_path_type = in2out
worst-endpoint-required_ns = 43.60
cp_slowest_stage_delay_ns = 0.44
worst-path-buf-inv = 4
path_max_fanout = 24
timing.rr.start = inst_slva_fifo_2.rd_pointer_r[0]

[global_routing]
grt_pass1_vias = 64159
grt_max_degree = 83
globalRouteOverflowTotal = 0
wire_length_of_the_first_global_routing_pass_um = 425000
grt_antenna_before_repair = 5
track_usage = 0.265

[final_timing]
setup_viol_count_final = 0
slew_headroom = 0.301
worst-slew-pin-transition_ns = 1.05
grt_setup_unrepaired = no
timing.final.hold_violations = 0
maxSlewViolCount = 0
finalClockPeriodUsage = 0.434
achievable-frequency_mhz = 42.3
timing.setup.tns_ns = 0
finalCriticalPeriod_ns = 23.66
clock-skew-final_ns = 0.0728

[power_and_ir_drop]
pwr_per_cell_area_nw_per_um2 = 49.8
leakagePower_nw = 45.1
worst_ir_drop_vdd_mv = 0.0523

[cells_and_area]
area_delta_synth_final_pct = 13.9
post-route-util = 0.574
final_cell_mix = edfxtp_1, mux2i_1, mux4_2
mostFrequentLayoutCell = edfxtp_1
fill_cells = 17469
post_route_cells_drive_above_1_share = 0.235
multi_input_comb_area_sq_um = 26800
area_occupied_by_registers_sq_um = 96200

[min_path]
class_of_the_tightest_hold_or_removal_check = reg2reg
min_from = inst_slva_fifo_1.wr_pointer_r[5]
min_delay_worst_endpoint = inst_slva_fifo_1.wr_pointer_r[5]
hold-path-cell-count = 1

[routing]
total_number_of_vias = 59412
detail_route.wl_per_cell_um = 29.3
wirelength_um = 290000
drt_pass1_iterations = 5
vias_per_cell = 6.02
drt-initial-drc-count = 3516
postRouteAntennaNets = 0
drc = 0

[job]
drv_cap = 0
warnings = 35

[outcome]
status = finished, final reports clean

[placement]
port_buffers = 156
finalWeightedCongestion = 0.841
hpwl_um = 163000
-- synthesized netlist by cell type, types with 18 or more instances --
| cell | count |
|---|---|
| buf_4 | 48 |
| o221ai_1 | 96 |
| a211oi_1 | 78 |
| mux2i_1 | 554 |
| a221oi_1 | 168 |
| mux2_2 | 103 |
| a21oi_1 | 21 |
| clkbuf_1 | 187 |
| nand3_1 | 37 |
| xnor2_1 | 42 |
| o211ai_1 | 33 |
| mux4_2 | 498 |
| ha_1 | 42 |
| dfrtp_1 | 42 |
| nor3_1 | 47 |
| nor3_2 | 34 |
| buf_2 | 59 |
| o22ai_1 | 78 |
| a31oi_1 | 18 |
| inv_1 | 30 |
| buf_6 | 47 |
| edfxtp_1 | 3168 |
| nor2_1 | 109 |
| nand2_1 | 67 |
| a22oi_1 | 110 |
-- metal layers --
metal	global-route usage	vias up	share of wire	routed length, um
met5	0.00675	-	0.00077	222
met4	0.0576	8	0.029	8440
met3	0.177	441	0.16	44900
met2	0.378	3298	0.47	137000
met1	0.372	30003	0.34	99100
li1	-	25662	-	-
-- layout make-up --
type / instances / share of cell area
multi-input combinational: 2263 / 0.189
antenna: 4 / 0.0000707
timing repair buffer: 464 / 0.0276
tap: 3312 / 0.0293
inverter: 31 / 0.000840
sequential: 3210 / 0.680
clock buffer: 439 / 0.0647
clock inverter: 148 / 0.00860
-- stage by stage --
step | instance area [sq um] | power, mW | hold WS (ns) | setup WS, ns | instances
after floorplan | 124000 | 4.25 | 0.501 | 32.15 | 5869
after global placement | 131000 | 4.95 | 0.521 | 30.86 | 9280
after detailed placement | 131000 | 4.96 | 0.529 | 30.82 | 9280
after CTS | 142000 | 7.13 | 0.540 | 30.82 | 9867
after global routing | 142000 | 7.36 | 0.567 | 30.73 | 9868
final | 142000 | 7.05 | 0.539 | 30.84 | 9871
-- worst max-delay path by stage --
stage / to / slack [ns] / cells after the start
CTS: mcdt_data_o[4] / 30.82 / 6
global route: mcdt_data_o[14] / 30.73 / 6
finish: mcdt_data_o[2] / 30.84 / 6
-- registers in the layout, indices dropped and copies added, names as in the netlist, 3 cells and up --
register and flops:
inst_slva_fifo_0.mem 1024, inst_slva_fifo_1.mem 1024, inst_slva_fifo_2.mem 1024, inst_slva_fifo_0.slvx_data_o 32, inst_slva_fifo_1.slvx_data_o 32, inst_slva_fifo_2.slvx_data_o 32, inst_slva_fifo_0.rd_pointer_r 6, inst_slva_fifo_0.wr_pointer_r 6
inst_slva_fifo_1.rd_pointer_r 6, inst_slva_fifo_1.wr_pointer_r 6, inst_slva_fifo_2.rd_pointer_r 6, inst_slva_fifo_2.wr_pointer_r 6, inst_arbiter.c_state 3
-- report_power, final --
group | leakage (nW) | total [mW] | internal [mW] | switching (mW)
clock network | 5.09 | 2.17 | 1.27 | 0.898
registers | 29.0 | 2.94 | 2.85 | 0.0915
logic | 11.0 | 1.94 | 0.822 | 1.12
total | 45.1 | 7.05 | 4.94 | 2.11
-- logic make-up (layout without fill, tap and decap cells) --
group	count (synthesis)	in the layout	share of synthesized area
AND/OR/NAND/NOR	365	365	0.0152
XOR/XNOR	49	49	0.00345
adder cells (fa/ha/maj)	45	45	0.00471
AND-OR/OR-AND	649	649	0.0415
buffers and inverters	396	1082	0.0176
flip-flops	3210	3210	0.773
other	0	4	0
multiplexers	1155	1155	0.144
Power is estimated from default activity; no workload was simulated.
